==> design.v <==
`timescale 1ns / 1ns
module DividerUnsignedPipelined (
    input             clk, rst, stall,
    input      [31:0] i_dividend,
    input      [31:0] i_divisor,
    output reg [31:0] o_remainder,
    output reg [31:0] o_quotient
);
reg [31:0] r_dividend [0:6];
reg [31:0] r_divisor [0:6];
reg [31:0] r_quotient [0:6];
reg [31:0] r_remainder [0:6];
wire [31:0] s0_dividend [0:4];
wire [31:0] s0_quotient [0:4];
wire [31:0] s0_remainder [0:4];
assign s0_dividend[0] = i_dividend;
assign s0_quotient[0] = 32'b0;
assign s0_remainder[0] = 32'b0;
genvar i, j;
generate 
    for (j = 0; j < 4; j = j + 1) begin : stage0_loop
        divu_1iter u_div0 (
            .i_dividend  (s0_dividend[j]),
            .i_divisor   (i_divisor),
            .i_remainder (s0_remainder[j]),
            .i_quotient  (s0_quotient[j]),
            .o_dividend  (s0_dividend[j + 1]),
            .o_remainder (s0_remainder[j + 1]),
            .o_quotient  (s0_quotient[j + 1])
        );
    end
endgenerate
always @(posedge clk) begin
    if (rst) begin
        r_dividend[0] <= 32'b0;
        r_divisor[0] <= 32'b0;
        r_quotient[0] <= 32'b0;
        r_remainder[0] <= 32'b0;
    end else if (!stall) begin
        r_dividend[0] <= s0_dividend[4];
        r_divisor[0] <= i_divisor;
        r_quotient[0] <= s0_quotient[4];
        r_remainder[0] <= s0_remainder[4];
    end
end
generate
    for (i = 1; i < 7; i = i + 1) begin : pipe_loop
        wire [31:0] chain_dividend [0:4];
        wire [31:0] chain_quotient [0:4];
        wire [31:0] chain_remainder [0:4];
        wire [31:0] stage_divisor;
        assign chain_dividend[0] = r_dividend[i - 1];
        assign chain_quotient[0] = r_quotient[i - 1];
        assign chain_remainder[0] = r_remainder[i - 1];
        assign stage_divisor = r_divisor[i - 1];
        for (j = 0; j < 4; j = j + 1) begin : iter_loop
            divu_1iter u_div (
                .i_dividend  (chain_dividend[j]),
                .i_divisor   (stage_divisor),
                .i_remainder (chain_remainder[j]),
                .i_quotient  (chain_quotient[j]),
                .o_dividend  (chain_dividend[j + 1]),
                .o_remainder (chain_remainder[j + 1]),
                .o_quotient  (chain_quotient[j + 1])
            );
        end
        always @(posedge clk) begin
            if (rst) begin
                r_dividend[i] <= 32'b0;
                r_divisor[i] <= 32'b0;
                r_quotient[i] <= 32'b0;
                r_remainder[i] <= 32'b0;
            end else if (!stall) begin
                r_dividend[i] <= chain_dividend[4];
                r_divisor[i] <= stage_divisor;
                r_quotient[i] <= chain_quotient[4];
                r_remainder[i] <= chain_remainder[4];
            end
        end
    end
endgenerate
wire [31:0] s7_dividend [0:4];
wire [31:0] s7_quotient [0:4];
wire [31:0] s7_remainder [0:4];
assign s7_dividend[0] = r_dividend[6];
assign s7_quotient[0] = r_quotient[6];
assign s7_remainder[0] = r_remainder[6];
generate
    for (j = 0; j < 4; j = j + 1) begin : stage7_loop
        divu_1iter u_div7 (
            .i_dividend  (s7_dividend[j]),
            .i_divisor   (r_divisor[6]),
            .i_remainder (s7_remainder[j]),
            .i_quotient  (s7_quotient[j]),
            .o_dividend  (s7_dividend[j + 1]),
            .o_remainder (s7_remainder[j + 1]),
            .o_quotient  (s7_quotient[j + 1])
        );
    end
endgenerate
always @(posedge clk) begin
    if (rst) begin
        o_quotient <= 32'b0;
        o_remainder <= 32'b0;
    end else if (!stall) begin
        o_quotient <= s7_quotient[4];
        o_remainder <= s7_remainder[4];
    end
end
endmodule
module divu_1iter (
    input      [31:0] i_dividend,
    input      [31:0] i_divisor,
    input      [31:0] i_remainder,
    input      [31:0] i_quotient,
    output reg [31:0] o_dividend,
    output reg [31:0] o_remainder,
    output reg [31:0] o_quotient
);
wire [31:0] new_remainder, subtract;
assign new_remainder = {i_remainder[30:0], i_dividend[31]};
assign subtract = new_remainder - i_divisor;
always @(*) begin
  o_dividend = i_dividend << 1;
  if (new_remainder >= i_divisor) begin
    o_remainder = subtract;
    o_quotient = {i_quotient[30:0], 1'b1};
  end else begin
    o_remainder = new_remainder;
    o_quotient = {i_quotient[30:0], 1'b0};
  end
end
endmodule
==> run.sh <==
#!/bin/bash
# OpenROAD 26Q1-2900-gdf79404cd8, Yosys 0.63+post, stock flow scripts
make -C /OpenROAD-flow-scripts/flow DESIGN_CONFIG=/design/flow/config.mk WORK_HOME=/design/flow/orfs finish
==> config.mk <==
export PLATFORM = sky130hd
export DESIGN_NAME = DividerUnsignedPipelined
export DESIGN_NICKNAME = DividerUnsignedPipelined
export VERILOG_FILES = /design/flow/design.v
export SDC_FILE = /design/flow/constraint.sdc
export NUM_CORES = 4
export LEC_CHECK = 1
export CORE_UTILIZATION = 30
==> constraint.sdc <==
current_design DividerUnsignedPipelined

set clk_period 47.3
set clk_io_pct 0.2

create_clock -name clk0 -period $clk_period [get_ports {clk}]

set non_clock_inputs [all_inputs -no_clocks]
set_input_delay [expr $clk_period * $clk_io_pct] -clock clk0 $non_clock_inputs
set_output_delay [expr $clk_period * $clk_io_pct] -clock clk0 [all_outputs]
==> results.toml <==
# generated from flow reports
[route]
wl_met2_um = 135000
wirelength_um = 288000
wl_per_cell_um = 19.3
dr_wl_met3_um = 12100
top_layer = "met5"
dr.pass1.iters = 6
drtAntennaViolNets = 0
vias = 81000
diodes = 0
drt_iter0_markers = 5021
drc = 0
routed_via_density = 5.43
wl_met1_um = 129000

[worst_setup_path]
slowest_stage = "a221oi_4"
crit_buf_inv = 4
critPathCaptureType = "flip-flop"
worstSetupStartpointType = "input pin"
worstPathMaxFanout = 46
path_delay_family = "AND-OR/OR-AND gates"
cp_slowest_stage_delay_ns = 0.72
worst_path_most_repeated_cell = "a21oi_1"
crit_type = "in -> reg"
required_ns = 47.92
r2r_slack_ns = 32.94
critPathArrivalTime_ns = 20.93

[layout]
final_area_mm2 = 0.0940
utilization_pct = 33.2
syn2layout_area_growth_pct = 9.92
fin_cells = 14900
layout-drive-gt1-share_pct = 6.86

[clock_tree]
clockRootBuffer = "clkbuf_16"
clkLatencyLatePin_ns = 0.74
post_cts_resized = 0
cts.sinks = 729
cts_tree = "built"
clk_pin_slew_ns = 0.06
cts_htree_levels = 3
postCtsSetupBuffers = 0
cts_hold_buf = 0
clockBufferDepth = 3
numCtsBuffers = 93

[min_path]
hp-class = "reg -> reg"

[synthesis]
synth-async-reset-ratio_pct = 0
syn_avg_cell_area_um2 = 7.65
ys_cells = 11200
edf_count = 0
top_cells_by_count = "nor2_1 (1267), ha_1 (994), a21oi_1 (946)"
numSynthFlops = 729
ys_types = 110
yosys_warnings = 10
synth_top_flop_cell = "dfxtp_1"
top_area_share_pct = 17.1
syn_area_mm2 = 0.0855
top_area_cell = "dfxtp_1"
area_leaders = "dfxtp_1 (17%), ha_1 (15%), mux2i_1 (6.2%), nor2_1 (5.6%), a21oi_1 (5.5%)"
ys_seq_share_pct = 17.1
synth_cells = 11200
synth_chip_area_mm2 = 0.0855
synth.most_common_cell = "nor2_1"

[placement]
dpl_cell_area_mm2 = 0.0908
io_buffers = 130
dpl.hpwl_um = 233000
placed_cells = 14700
gp_congestion = 1.00

[die]
ios = 131
fp_util_pct = 30.2
core_area_mm2 = 0.283
die_y_um = 536
die_width_um = 536
chipArea_mm2 = 0.287
row_count = 195

[sta]
finalSetupTns_ns = 0
worst_slew_pin_slew_ns = 0.919
skew_ns = 0.0385
finalSetupViolCount = 0
final-hold-violation-count = 0
whs_ns = 0.463
slew_violations = 0
period_used_pct = 43.0
rsz0062_at_grt = "false"
max_freq_mhz = 49.2
max_slew_margin_pct = 38.7
min_period_ns = 20.32

[global_routing]
overflow = 0
grt_pass1_vias = 75100
antenna_found_initial = 8
grt_start_max_net_pins = 83
grt_pass1_wl_um = 443000
grt_usage_pct = 19.9

[status]
status = "finished, final reports clean"

[run]
max-cap-violations = 0
warnings = 25
state kept, by name (all words and copies together), names as in the netlist:
signal and cells:
r_remainder 31, pipe_loop.chain_remainder 186, pipe_loop.chain_quotient 84, o_remainder 32, r_quotient 28, r_dividend 112, o_quotient 32, r_divisor 224
through the flow:
stage          setup WS, ns
3_3_place_gp          26.22
6_report              26.98
3_5_place_dp          26.24
2_1_floorplan         28.79
5_1_grt               25.83
4_1_cts               27.01
final cells by class:
type                    count  area, µm²
repair buffers            238       2150
fillers                 29800     189000
multi-input cells        9435      67100
clock buffers             116       2520
inverters                 591       2230
clock inverters            53        737
well taps                3743       4680
flip-flops and latches    729      14600
metal layers:
metal,GRT usage (%),up-vias
met1,26.7,37700
met2,33.1,1749
met5,0,-
met4,6.96,8
li1,-,41100
met3,2.20,458
placed cells by master, fill, tap and decap left out, types with 43 or more instances in the layout:
| cell type | Yosys | layout |
|---|---|---|
| o21bai_1 | 102 | 102 |
| and2_1 | 81 | 81 |
| mux2i_1 | 527 | 527 |
| clkdlybuf4s50_1 | 0 | 128 |
| o211ai_1 | 108 | 108 |
| nor3_1 | 266 | 266 |
| nand3_1 | 202 | 202 |
| nor4_1 | 47 | 46 |
| a21boi_0 | 43 | 43 |
| nand2_1 | 751 | 750 |
| o31a_1 | 49 | 49 |
| a31oi_1 | 123 | 121 |
| a221o_1 | 66 | 66 |
| o21ai_0 | 627 | 626 |
| nor2b_1 | 119 | 119 |
| a211oi_1 | 147 | 146 |
| dfxtp_1 | 729 | 729 |
| nor2_1 | 1267 | 1263 |
| and3_1 | 108 | 108 |
| mux2_2 | 332 | 332 |
| a21o_1 | 450 | 450 |
| o21a_1 | 198 | 198 |
| o31ai_1 | 90 | 90 |
| xnor2_1 | 466 | 466 |
| a21oi_1 | 946 | 942 |
| nand2b_1 | 128 | 128 |
| or3_1 | 60 | 60 |
| nand4_1 | 164 | 164 |
| clkbuf_16 | 0 | 93 |
| xor2_1 | 266 | 266 |
| buf_4 | 13 | 106 |
| inv_1 | 589 | 588 |
| ha_1 | 994 | 994 |
path summary, 6_finish.rpt:
kind	start	end	depth (start not counted)
worst min register to register	r_quotient[6][2]	r_quotient[6][2]	2
worst min-delay path	r_quotient[6][2]	r_quotient[6][2]	2
worst max-delay path	i_divisor[5]	pipe_loop[1].chain_remainder[0][30]	40
worst max register to register	r_divisor[2][1]	pipe_loop[4].chain_remainder[0][13]	44
worst reg2reg max path, delay by kind of cell, from the launching register on:
family | cells | cell delay [ns]
AND-OR/OR-AND | 16 | 4.14
adder cells (fa/ha/maj) | 4 | 1.75
buffers and inverters | 8 | 2.38
flip-flops | 1 | 0.67
multiplexers | 3 | 1.23
AND/OR/NAND/NOR | 13 | 4.17
logic make-up (layout without fill, tap and decap cells):
| group | Yosys count | count (layout) | share of synthesized area, % |
|---|---|---|---|
| compound gates | 3440 | 3440 | 26.5 |
| simple gates | 3371 | 3371 | 18.4 |
| fa+ha+maj | 1025 | 1025 | 15.3 |
| buf+inv | 1017 | 998 | 4.66 |
| mux | 867 | 867 | 10.7 |
| xor+xnor | 732 | 732 | 7.49 |
| flops | 729 | 729 | 17.1 |
