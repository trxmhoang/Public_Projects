==> ./design.v <==
module gaussian #(
    parameter W = 64,
    parameter H = 64,
    parameter TOTAL_PIXEL = W * H,
    parameter TOTAL_PIXEL_BIT = $clog2(W * H),
    parameter TIME_LIMIT = 2_000_000
)(
    input wire clk,
    input wire rst_n,
    input wire start,
    output reg [1:0] status,  
    output reg [1:0] err_code,  
    input wire [7:0] s_axis_tdata,
    input wire s_axis_tvalid,
    output reg s_axis_tready,
    input wire s_axis_tlast,
    output reg [7:0] m_axis_tdata,
    output reg m_axis_tvalid,
    input wire m_axis_tready,
    output reg m_axis_tlast
);
    localparam X_BIT = (W > 1) ? $clog2(W) : 1;
    localparam Y_BIT = (H > 1) ? $clog2(H) : 1;
    localparam IDLE = 2'd0;
    localparam BUSY = 2'd1;
    localparam DONE = 2'd2;
    localparam ERROR = 2'd3;
    localparam ERR_NONE        = 2'd0;
    localparam ERR_TIMEOUT     = 2'd1;
    localparam ERR_EARLY_TLAST = 2'd2;
    localparam ERR_LATE_TLAST  = 2'd3;
    reg [31:0] watchdog_timer;
    reg [1:0] state;
    reg [TOTAL_PIXEL_BIT:0] pixel_cnt;
    reg [X_BIT-1:0] x_cnt;
    reg [Y_BIT-1:0] y_cnt;
    reg first_done;
    wire [7:0] top, mid, bot;
    wire valid_in = s_axis_tvalid && s_axis_tready;
    wire valid_out;
    wire [7:0] pixel_out;
    reg [W+5:0] valid_pipe, tlast_pipe;
    reg [1:0] top_edge_pipe, bot_edge_pipe;
    reg [1:0] left_edge_pipe, right_edge_pipe;
    wire flush = (valid_pipe != 0) && (!valid_in); 
    wire shift_en = valid_in || flush;
    wire [7:0] pixel_val = valid_in ? s_axis_tdata : 8'h0;
    line_buffer #(
        .W (W)
    ) u_buffer (
        .clk (clk),
        .rst_n (rst_n),
        .pixel_in (pixel_val),
        .valid_in (shift_en),
        .top (top),
        .mid (mid),
        .bot (bot)
    );
    always @(posedge clk or negedge rst_n) begin
        if (!rst_n) begin
            x_cnt <= 0;
            y_cnt <= 0;
            first_done <= 0;
        end else if (state == IDLE) begin
            x_cnt <= 0;
            y_cnt <= 0;
            first_done <= 0;
        end else if (shift_en) begin
            if (x_cnt < W - 1) begin
                x_cnt <= x_cnt + 1;
            end else begin
                x_cnt <= 0;
                if (y_cnt < H - 1) begin
                    y_cnt <= y_cnt + 1;
                end else begin
                    y_cnt <= 0;
                    first_done <= 1;
                end
            end
        end
    end
    wire raw_top_edge   = (y_cnt == 1);
    wire raw_bot_edge   = (y_cnt == 0);
    wire raw_left_edge  = (x_cnt == 0);
    wire raw_right_edge = (x_cnt == W-1);
    wire raw_tlast = (x_cnt == W-1 && y_cnt == H-1);
    always @(posedge clk or negedge rst_n) begin
        if (!rst_n) begin
            top_edge_pipe <= 0;
            bot_edge_pipe <= 0;
            left_edge_pipe <= 0;
            right_edge_pipe <= 0;
            valid_pipe <= 0;
            tlast_pipe <= 0;
        end else if (state == IDLE) begin
            top_edge_pipe <= 0;
            bot_edge_pipe <= 0;
            left_edge_pipe <= 0;
            right_edge_pipe <= 0;
            valid_pipe <= 0;
            tlast_pipe <= 0;
        end else begin
            if (shift_en) begin
                top_edge_pipe <= {top_edge_pipe[0], raw_top_edge};
                bot_edge_pipe <= {bot_edge_pipe[0], raw_bot_edge};
                left_edge_pipe <= {left_edge_pipe[0], raw_left_edge};
                right_edge_pipe <= {right_edge_pipe[0], raw_right_edge};
            end else begin
                top_edge_pipe <= {top_edge_pipe[0], 1'b0};
                bot_edge_pipe <= {bot_edge_pipe[0], 1'b0};
                left_edge_pipe <= {left_edge_pipe[0], 1'b0};
                right_edge_pipe <= {right_edge_pipe[0], 1'b0};
            end
            valid_pipe <= {valid_pipe[W+4:0], valid_in};
            if (raw_tlast && valid_in) begin
                tlast_pipe <= {tlast_pipe[W+4:0], 1'b1};
            end else begin
                tlast_pipe <= {tlast_pipe[W+4:0], 1'b0};
            end
        end
    end
    kernel u_kernel (
        .clk (clk),
        .rst_n (rst_n),
        .top (top),
        .mid (mid),
        .bot (bot),
        .valid_in (shift_en),
        .top_edge (top_edge_pipe[1]),
        .bot_edge (bot_edge_pipe[1]),
        .left_edge (left_edge_pipe[1]),
        .right_edge (right_edge_pipe[1]),
        .pixel_out (pixel_out),
        .valid_out (valid_out)
    );
    always @(posedge clk or negedge rst_n) begin
        if (!rst_n) begin
            state <= IDLE;
            status <= IDLE;
            err_code <= ERR_NONE;
            watchdog_timer <= 0;
            pixel_cnt <= 0;
            s_axis_tready <= 0;
        end else begin
            if (state == BUSY) begin
                if (valid_in || (m_axis_tvalid && m_axis_tready)) begin
                    watchdog_timer <= 0;
                end else if (watchdog_timer < TIME_LIMIT) begin
                    watchdog_timer <= watchdog_timer + 1;
                end else begin
                    state <= ERROR;
                    err_code <= ERR_TIMEOUT;
                end
            end else begin
                watchdog_timer <= 0;
            end
            case (state)
                IDLE: begin
                    status <= IDLE;
                    err_code <= ERR_NONE;
                    s_axis_tready <= 0;
                    pixel_cnt <= 0;
                    if (start) begin
                        state <= BUSY;
                        s_axis_tready <= 1;
                    end
                end
                BUSY: begin
                    status <= BUSY;
                    if (valid_in) begin
                        pixel_cnt <= pixel_cnt + 1;
                        if (s_axis_tlast) begin
                            if (pixel_cnt < TOTAL_PIXEL - 2) begin
                                state <= ERROR;
                                err_code <= ERR_EARLY_TLAST;
                                s_axis_tready <= 0;
                            end
                        end else begin
                            if (pixel_cnt > TOTAL_PIXEL - 1) begin
                                state <= ERROR;
                                err_code <= ERR_LATE_TLAST;
                                s_axis_tready <= 0;
                            end
                        end
                    end
                    if (m_axis_tvalid && m_axis_tready && m_axis_tlast) begin
                        state <= DONE;
                        s_axis_tready <= 0;
                    end
                end
                DONE: begin
                    status <= DONE;
                    s_axis_tready <= 0;
                    if (!start) begin
                        state <= IDLE;
                    end
                end
                ERROR: begin
                    status <= ERROR;
                    s_axis_tready <= 0;
                    if (!start) begin
                        state <= IDLE;
                    end
                end
            endcase
        end
    end
    always @(posedge clk or negedge rst_n) begin
        if (!rst_n) begin
            m_axis_tdata <= 0;
            m_axis_tvalid <= 0;
            m_axis_tlast <= 0;
        end else if (state == IDLE || state == ERROR) begin
            m_axis_tvalid <= 0;
            m_axis_tlast <= 0;
        end else begin
            if (valid_pipe[W+1]) begin
                m_axis_tdata <= pixel_out;
                m_axis_tvalid <= 1;
                m_axis_tlast <= tlast_pipe[W+1];
            end else begin
                m_axis_tvalid <= 0;
                m_axis_tlast <= 0;
            end
        end
    end
endmodule
module kernel (
    input wire clk,
    input wire rst_n,
    input wire [7:0] top,
    input wire [7:0] mid,
    input wire [7:0] bot,
    input wire valid_in,
    input wire top_edge,
    input wire bot_edge,
    input wire left_edge,
    input wire right_edge,
    output wire [7:0] pixel_out,
    output reg valid_out
);
    reg [7:0] p11, p12, p13;
    reg [7:0] p21, p22, p23;
    reg [7:0] p31, p32, p33;
    always @(posedge clk or negedge rst_n) begin
        if (!rst_n) begin
            {p11, p12, p13} <= 0;
            {p21, p22, p23} <= 0;
            {p31, p32, p33} <= 0;
        end else if (valid_in) begin
            {p11, p12, p13} <= {p12, p13, top};
            {p21, p22, p23} <= {p22, p23, mid};
            {p31, p32, p33} <= {p32, p33, bot};
            valid_out <= 1;
        end else begin
            valid_out <= 0;
        end
    end
    reg [7:0] m11, m12, m13;
    reg [7:0] m21, m22, m23;
    reg [7:0] m31, m32, m33;
    always @(*) begin
        {m11, m12, m13} = {p11, p12, p13};
        {m21, m22, m23} = {p21, p22, p23};
        {m31, m32, m33} = {p31, p32, p33};
        if (top_edge) begin
            {m11, m12, m13} = 0;
        end
        if (bot_edge) begin
            {m31, m32, m33} = 0;
        end
        if (left_edge) begin
            {m11, m21, m31} = 0;
        end
        if (right_edge) begin
            {m13, m23, m33} = 0;
        end
    end
    wire [11:0] sum = (m11 + (m12 << 1) + m13) +
                      ((m21 << 1) + (m22 << 2) + (m23 << 1)) +
                      (m31 + (m32 << 1) + m33);
    wire [11:0] sum_rounded = sum + 8;
    assign pixel_out = sum_rounded[11:4];  
endmodule
module line_buffer #(
    parameter W = 64
)(
    input wire clk,
    input wire rst_n,
    input wire [7:0] pixel_in,
    input wire valid_in,
    output wire [7:0] top,
    output wire [7:0] mid,
    output wire [7:0] bot
);
    (*ram_style = "distributed"*)
    reg [7:0] top_ram [0:W-1];
    reg [7:0] mid_ram [0:W-1];
    reg [$clog2(W)-1:0] ptr;
    wire [7:0] mid_next = valid_in ? pixel_in : mid_ram[ptr];
    wire [7:0] top_next = valid_in ? mid_ram[ptr] : top_ram[ptr];
    always @(posedge clk or negedge rst_n) begin
        if (!rst_n) begin
            ptr <= 0;
            for (integer i = 0; i < W; i = i + 1) begin
                top_ram[i] <= 0;
                mid_ram[i] <= 0;
            end
        end else begin
            top_ram[ptr] <= top_next;
            mid_ram[ptr] <= mid_next;
            if (ptr < W - 1) begin
                ptr <= ptr + 1;
            end else begin
                ptr <= 0;
            end
        end
    end
    assign top = top_ram[ptr];
    assign mid = mid_ram[ptr];
    assign bot = pixel_in;
endmodule
==> ./run.sh <==
#!/bin/bash
# OpenROAD 26Q1-2900-gdf79404cd8, Yosys 0.63+post, stock flow scripts
make -C /OpenROAD-flow-scripts/flow DESIGN_CONFIG=/design/flow/config.mk WORK_HOME=/design/flow/orfs finish
==> ./config.mk <==
export PLATFORM = sky130hd
export DESIGN_NAME = gaussian
export DESIGN_NICKNAME = gaussian
export VERILOG_FILES = /design/flow/design.v
export SDC_FILE = /design/flow/constraint.sdc
export NUM_CORES = 4
export LEC_CHECK = 1
export CORE_UTILIZATION = 40
==> ./constraint.sdc <==
current_design gaussian

set clk_period 13.6
set clk_io_pct 0.2

create_clock -name clk0 -period $clk_period [get_ports {clk}]

set non_clock_inputs [all_inputs -no_clocks]
set_input_delay [expr $clk_period * $clk_io_pct] -clock clk0 $non_clock_inputs
set_output_delay [expr $clk_period * $clk_io_pct] -clock clk0 [all_outputs]
==> flow_metrics.py <==
# Flow results
metrics = {
    "status": {
        "status": "finished, final reports clean",
    },
    "final_timing": {
        "whs_ns": 0.453,
        "hold_viol_final": 0,
        "tightest_slew_ns": 1.20,
        "setup_viol": 0,
        "fmax_ghz": 0.158,
        "post-route-period-util_pct": 46.7,
        "finalSetupTns_ns": 0,
        "fin_crit_ns": 6.35,
        "finClkSkew_ns": 0.0331,
        "grt_setup_unrepaired": "no",
        "setup_slack_ns": 7.25,
        "drv_slew": 0,
        "slew_headroom_pct": 19.9,
    },
    "final_layout": {
        "area_growth_pct": 13.0,
        "final_area_um2": 65300,
        "drive_gt1_share_pct": 11.8,
        "num-fill-cells": 13300,
    },
    "route": {
        "dr_wl_met3_um": 32000,
        "vias": 46200,
        "met2_length_um": 93500,
        "wl_met1_um": 83800,
        "postRouteAntennaNets": 0,
        "drtIter0Drc": 4087,
        "drc_errors": 0,
        "wl_per_cell_um": 29.3,
        "first_pass_iters": 6,
        "routed.top_layer": "met5",
        "routed_wirelength_um": 228000,
        "viasPerCell": 5.94,
    },
    "setup_path": {
        "required_ns": 14.21,
        "path_cells": "buf_4 -> nor2_4 -> buf_4 -> buf_4 -> and3_1 -> a2111oi_0 -> nand3_1 -> nor4_1 -> and3_1 -> o31a_2 -> buf_4 -> o21ai_0",
        "crit_slowest_cell": "nor4_1",
        "end_kind": "flip-flop",
        "cp-start-kind": "flip-flop",
        "cp_data_arrival_time_ns": 6.96,
        "cp_max_fo": 43,
        "criticalPathCategory": "flip-flop to flip-flop",
        "crit_top_cell": "buf_4",
        "cpPeakStageDelay_ns": 0.88,
    },
    "floorplan": {
        "die.size.x_um": 382,
        "io_pins": 29,
        "initial_utilization_pct": 40.3,
        "core-area_um2": 143000,
        "rows": 139,
        "die_h_um": 382,
        "dieArea_um2": 146000,
    },
    "run": {
        "maxCapViolCount": 0,
        "tool_warnings": 44,
    },
    "min_path": {
        "hold_path_class": "flip-flop to flip-flop",
    },
    "cts": {
        "cts.path.max_buffers": 3,
        "cts.sinks": 1322,
        "clk_latency_ns": 0.79,
        "ctsResizeCount": 0,
        "clock-root-buffer": "clkbuf_16",
        "postCtsHoldBufs": 0,
        "htreeDepth": 4,
        "clkSlewWorstSetupHoldPaths_ns": 0.06,
        "post_cts_buffers": 0,
        "cts_tree": "built",
        "cts_made_buffers": 138,
    },
    "synth": {
        "flop_cell": "dfrtp_1",
        "most_common_cell": "dfrtp_1",
        "ys_seq_share_pct": 57.3,
        "area_leaders": "dfrtp_1, nand2_1, o21ai_0, a22oi_1, mux2_2",
        "ys_cells": 5798,
        "edf_count": 0,
        "ys_area_um2": 57800,
        "ys_types": 87,
        "netlist_area_um2": 57800,
        "common_cells": "dfrtp_1, nand2_1, o21ai_0",
        "ys_ff": 1322,
        "syn_inst": 5798,
        "syn_area_per_cell_um2": 9.96,
        "synth-async-reset-ratio_pct": 100,
        "yosysTopAreaCell": "dfrtp_1",
        "top_cell_area_share_pct": 57.2,
        "yosys_warnings": 5,
    },
    "global_route": {
        "grt_pass1_wl_um": 328000,
        "grt_pass1_vias": 44800,
        "grt_max_degree": 122,
        "antenna_found_initial": 10,
        "grt_use_total_pct": 33.1,
        "grt_overflow": 0,
    },
    "place": {
        "gp_congestion": 1.02,
        "place_area_um2": 60700,
        "pre_cts_ws_ns": 7.27,
        "dp.final_hpwl_um": 144000,
        "portBuffers": 28,
    },
    "pwr": {
        "vdd_drop_max_v": 0.00107,
        "p_leak_nw": 29.6,
        "power.total_mw": 15.4,
        "power_density_nw_per_um2": 236,
    },
}
-- layout by cell type, fill, tap and decap left out, types with 37 or more instances in the layout --
| cell type | Yosys | routed |
|---|---|---|
| mux2_2 | 141 | 141 |
| dfrtp_1 | 1321 | 1317 |
| a21oi_1 | 220 | 220 |
| nand4_1 | 99 | 99 |
| nor2_1 | 313 | 295 |
| nor2b_1 | 179 | 174 |
| clkbuf_8 | 0 | 40 |
| nor4_1 | 41 | 40 |
| nand2_1 | 1035 | 1035 |
| o21ai_0 | 710 | 710 |
| clkbuf_16 | 0 | 143 |
| buf_4 | 6 | 253 |
| nand3_1 | 227 | 226 |
| and3_1 | 122 | 121 |
| fa_1 | 37 | 37 |
| ha_1 | 49 | 49 |
| and2_1 | 45 | 42 |
| a22oi_1 | 275 | 275 |
| a22o_1 | 41 | 41 |
| o21ai_1 | 60 | 60 |
| inv_1 | 64 | 64 |
-- kinds of logic after synthesis --
| family | synth area share (%) |
|---|---|
| buffers and inverters | 3.81 |
| flip-flops | 57.3 |
| adder cells (fa/ha/maj) | 2.34 |
| multiplexers | 2.96 |
| AND/OR/NAND/NOR | 17.7 |
| AND-OR/OR-AND | 15.1 |
| XOR/XNOR | 0.864 |
-- final timing paths --
path / start / endpoint / slack (ns) / cells past startpoint
min: tlast_pipe[33] / tlast_pipe[34] / 0.45 / 1
max: u_buffer.ptr[5] / u_buffer.mid_ram[33][5] / 7.25 / 12
min reg2reg: tlast_pipe[33] / tlast_pipe[34] / 0.45 / 1
max in group asynchronous: rst_n / u_buffer.top_ram[47][4] / 8.37 / 5
max reg2reg: u_buffer.ptr[5] / u_buffer.mid_ram[33][5] / 7.25 / 12
min in group asynchronous: rst_n / tlast_pipe[34] / 1.85 / 1
-- flip-flops by register name, summed over array words and instances (netlist names), 4 cells and up --
| register | cells |
|---|---|
| u_buffer.ptr | 6 |
| state | 4 |
| pixel_cnt | 13 |
| m_axis_tdata | 8 |
| watchdog_timer | 32 |
| u_kernel.p13 | 8 |
| u_kernel.p31 | 8 |
| u_kernel.p32 | 8 |
| valid_pipe | 70 |
| u_buffer.top_ram | 512 |
| y_cnt | 6 |
| x_cnt | 6 |
| u_kernel.p11 | 8 |
| u_kernel.p23 | 8 |
| u_kernel.p21 | 8 |
| u_kernel.p12 | 8 |
| u_buffer.mid_ram | 512 |
| u_kernel.p33 | 8 |
| u_kernel.p22 | 8 |
| tlast_pipe | 66 |
-- stage by stage --
stage | utilization, % | cells
after floorplan | - | 5798
final | 45.5 | 7772
after CTS | 45.5 | 7764
after global routing | 45.5 | 7765
after global placement | 42.3 | 7522
after detailed placement | 42.3 | 7523
-- report_power, final --
part	internal (mW)	switching, mW
combinational	2.26	4.25
clock	2.22	1.61
sequential	4.66	0.405
total	9.14	6.26
-- critical path: cells and delay by family (launching register included) --
kind | cells | cell delay, ns
buffers and inverters | 4 | 1.79
AND/OR/NAND/NOR | 5 | 2.13
AND-OR/OR-AND | 3 | 1.48
flip-flops | 1 | 0.63
-- final cells by class --
class | count | area [um^2] | share of cell area [%]
timing repair buffer | 285 | 2270 | 3.47
inverter | 64 | 240 | 0.368
multi-input combinational | 3949 | 22800 | 34.8
sequential | 1322 | 33100 | 50.7
clock inverter | 26 | 293 | 0.448
antenna | 8 | 20.0 | 0.0307
clock buffer | 215 | 4250 | 6.51
tap | 1903 | 2380 | 3.65
-- metal layers --
layer / up-vias / global-route usage, %
met5: - / 1.32
met4: 16 / 20.0
met3: 760 / 17.4
met2: 2469 / 44.4
met1: 22800 / 42.9
li1: 20100 / -
Power is estimated from default activity; no workload was simulated.
